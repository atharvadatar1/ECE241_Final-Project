`config.mk`:
```
export PLATFORM = sky130hd
export DESIGN_NAME = datapath
export DESIGN_NICKNAME = datapath
export VERILOG_FILES = /design/flow/design.v
export SDC_FILE = /design/flow/constraint.sdc
export NUM_CORES = 4
export LEC_CHECK = 1
export CORE_UTILIZATION = 30
```
`run.sh`:
```
#!/bin/bash
# OpenROAD 26Q1-2900-gdf79404cd8, Yosys 0.63+post, stock flow scripts
make -C /OpenROAD-flow-scripts/flow DESIGN_CONFIG=/design/flow/config.mk WORK_HOME=/design/flow/orfs finish
```
`constraint.sdc`:
```
current_design datapath

set clk_period 5.5
set clk_io_pct 0.2

create_clock -name clk0 -period $clk_period [get_ports {clk}]

set non_clock_inputs [all_inputs -no_clocks]
set_input_delay [expr $clk_period * $clk_io_pct] -clock clk0 $non_clock_inputs
set_output_delay [expr $clk_period * $clk_io_pct] -clock clk0 [all_outputs]
```
`design.v`:
```
`timescale 1ns / 1ns
module screenState(	clk,
							gs,
							go,
							X,
							Y,
							C,
							userInput,
							writeEn,
							MarX,
							MarY
							);
input clk, gs, userInput, go;
input [7:0] MarX;
input [6:0] MarY;
output [7:0] X;
output [6:0] Y;
output [2:0] C;
output writeEn;
wire 	[2:0] RAMtoOutput1, RAMtoOutput2, RAMtoOutput4;
wire [7:0] Yout, max_x, max_y;
wire [14:0]counterSS3; 
wire [6:0] counterSS5;
wire sEn, mEn, rstInCounter;
wire [3:0] plot_sig;
assign Y = Yout[6:0];
	ram19200x3 g1(	.address(counterSS3), 					 
						.clock(clk), 
						.data(3'b0), 
						.wren(1'b0), 
						.q(RAMtoOutput1)
						);
	ram19200x3_game_screen_final g2(	.address(counterSS3), 		 
												.clock(clk), 
												.data(3'b0), 
												.wren(1'b0), 
												.q(RAMtoOutput2)
												);
	ram81x3_Mario g4(	.address(counterSS5), 
							.clock(clk), 
							.data(3'b0), 
							.wren(1'b0),
							.q(RAMtoOutput4)
							);
	control ss1(.clk(clk),
					.gS(gs),
					.x_count(max_x),
					.y_count(max_y),
					.userInput(userInput),
					.resetInnerCounter(rstInCounter),
					.Screen_enable(sEn),
					.Mario_enable(mEn),
					.screen_count(counterSS3),
					.mario_count(counterSS5),
					.plot(plot_sig),
					.writeEn(writeEn),
					.go(go)
					);
	datapath ss2(.RAMtoOutput1(RAMtoOutput1),			 
					.RAMtoOutput2(RAMtoOutput2),			 
					.RAMtoOutput4(RAMtoOutput4),			 
					.resetInnerCounter(rstInCounter),						 
					.X_r(X),
					.Y_r(Yout),
					.C_r(C),
					.x_count(max_x),										 
					.y_count(max_y),										 
					.plot(plot_sig),
					.clk(clk),
					.marioX(MarX),
					.marioY(MarY)
					);
	Screen_counter ss3(	.clk(clk),
								.resetn(go),
								.Screen_enable(sEn),				 
								.screen_count(counterSS3)
								);
	Mario_counter ss4(.clk(clk),
							.resetn(go),
							.Mario_enable(mEn),					 
							.mario_count(counterSS5)
							);
endmodule
module control(gS,						 
					screen_count,			 
					mario_count,			 
					userInput,				 
					clk,						 
					x_count,
					y_count,
					resetInnerCounter,
					Screen_enable,
					Mario_enable,
					plot,
					writeEn,
					go
					);
input clk, gS, userInput, go;
input [14:0] screen_count;
input [6:0] mario_count;
output reg Screen_enable, Mario_enable, writeEn, resetInnerCounter;
output reg [7:0] x_count, y_count;
output reg [3:0] plot;
reg [3:0] current_state, next_state;
	localparam 	START_SCREEN_WAIT		= 4'd0,
					START_SCREEN			= 4'd1,
					START_SCREEN_DONE		= 4'd2,
				   GAME_SCREEN_WAIT		= 4'd3,
					GAME_SCREEN_DRAW		= 4'd4,
			      DRAW_MARIO_WAIT		= 4'd5,
					DRAW_MARIO				= 4'd6,
					userInput_WAIT			= 4'd7;
	localparam 	WINDOW_SZ_X 				= 8'd160,				
					WINDOW_SZ_Y					= 8'd120,
					WINDOW_PIX					= 15'd19200,
					MARIO_SZ						= 4'd9,
					MARIO_PIX					= 7'd81;
	always@(*)
	begin
		case(current_state)
				START_SCREEN_WAIT: 			begin
														if (go == 1'b1)  
															next_state = START_SCREEN;
														else 
															next_state = START_SCREEN_WAIT;
													end
				START_SCREEN: 					begin
														if (screen_count > WINDOW_PIX)
															next_state = START_SCREEN_DONE;
														else
															next_state = START_SCREEN;
													end
				START_SCREEN_DONE:			begin
														if (gS == 1'b1)
															next_state = GAME_SCREEN_WAIT;
														else 
															next_state = START_SCREEN_DONE;
													end
				GAME_SCREEN_WAIT:				begin
															next_state = GAME_SCREEN_DRAW;
													end
				GAME_SCREEN_DRAW: 			begin
														if (screen_count > WINDOW_PIX)
															next_state = DRAW_MARIO_WAIT;
														else
															next_state = GAME_SCREEN_DRAW;
													end
				DRAW_MARIO_WAIT:				begin
															next_state = DRAW_MARIO;
													end
				DRAW_MARIO: 					begin
														if (mario_count > MARIO_PIX)
															next_state = userInput_WAIT;
														else 
															next_state = DRAW_MARIO;
													end
				userInput_WAIT:				begin
														if (userInput == 1'b1)
															next_state = GAME_SCREEN_WAIT;
														else 
															next_state = userInput_WAIT;
													end	
				default: next_state = START_SCREEN_WAIT;
		endcase
	end
	always@(*)
	begin
		x_count = 8'b0;
		y_count = 8'b0;
		plot = 4'd0;
		Screen_enable = 1'b0;
		Mario_enable = 1'b0;
		writeEn = 1'b0;
		resetInnerCounter = 1'b0;
		case(current_state)
			START_SCREEN_WAIT: 				begin
														x_count = 8'd0;
														y_count = 8'd0;
														plot = 4'd0;			 
														Screen_enable = 1'b0;	 
														Mario_enable = 1'b0;
														writeEn = 1'b0;
														resetInnerCounter = 1'b1;
													end
			START_SCREEN: 						begin
														x_count = WINDOW_SZ_X;
														y_count = WINDOW_SZ_Y;
														plot = 4'd1;
														Screen_enable = 1'b1;
														Mario_enable = 1'b0;
														writeEn = 1'b1;
														resetInnerCounter = 1'b0;
													end
			START_SCREEN_DONE:				begin
														x_count = 8'd0;
															y_count = 8'd0;
														plot = 4'd0;
														Screen_enable = 1'b0;
														Mario_enable = 1'b0;
														writeEn = 1'b0;
														resetInnerCounter = 1'b1;
													end	
			GAME_SCREEN_WAIT:					begin
														x_count = 8'd0;
														y_count = 8'd0;
														plot = 4'd2;
														Screen_enable = 1'b1;
														Mario_enable = 1'b0;
														writeEn = 1'b0;
														resetInnerCounter = 1'b1;
													end
			GAME_SCREEN_DRAW:		 			begin
														x_count = WINDOW_SZ_X;
														y_count = WINDOW_SZ_Y;
														plot = 4'd2;
														Screen_enable = 1'b1;
														Mario_enable = 1'b0;
														writeEn = 1'b1;
														resetInnerCounter = 1'b0;
													end
			DRAW_MARIO_WAIT:					begin
														x_count = 8'd0;
														y_count = 8'd0;
														plot = 4'd4;
														Screen_enable = 1'b0;
														Mario_enable = 1'b1;
														writeEn = 1'b0;
														resetInnerCounter = 1'b1;
													end
			DRAW_MARIO: 						begin
														x_count = MARIO_SZ;
														y_count = MARIO_SZ;
														plot = 4'd4;
														Screen_enable = 1'b0;
														Mario_enable = 1'b1;
														writeEn = 1'b1;
														resetInnerCounter = 1'b0;
													end
			userInput_WAIT:					begin
														x_count = 8'd0;
														y_count = 8'd0;
														plot = 4'd0;
														Screen_enable = 1'b0;
														Mario_enable = 1'b0;
														writeEn = 1'b0;
														resetInnerCounter = 1'b1;
													end	
		endcase
	end
	always@(posedge clk)
	begin
		if (go == 1'b0)
			current_state <= START_SCREEN_WAIT;
		else
			current_state <= next_state;
	end
endmodule
module datapath (	RAMtoOutput1,
						RAMtoOutput2,
						RAMtoOutput4,
						resetInnerCounter,
						X_r,
						Y_r,
						C_r,
						x_count,
						y_count,
						plot,
						clk,
						marioX,
						marioY
						);
	input [2:0] RAMtoOutput1, RAMtoOutput2, RAMtoOutput4;
	input resetInnerCounter, clk;
	input [7:0] x_count, y_count;
	input [3:0] plot;
	input [7:0] marioX;
	input [6:0] marioY;
	wire [7:0] MarY;
	assign MarY = {1'b0, marioY};
	output reg [7:0] X_r, Y_r;
	output reg [2:0] C_r;
	reg [7:0] X, Y, X_mar, Y_mar, count_x, count_y;
	reg [2:0] C, C_mar;
	always@(posedge clk)
		begin
			if (resetInnerCounter == 1'b1)  
			begin
				X_r <= 8'b0;
				Y_r <= 8'b0;
				C_r <= 3'b0;
				X <= 8'b0;
				Y <= 8'b0;
				C <= 8'b0;
				X_mar <= 8'b0;
				Y_mar <= 8'b0;
				C_mar <= 3'b0;
			end
			else
			begin
				if (plot == 4'd1)
				begin
					X <= 8'b0;
					Y <= 8'b0;
					C <= RAMtoOutput1;
					X_r <= X;
					Y_r <= Y;
					C_r <= C;
				end
				else if (plot == 4'd2)
				begin
					X <= 8'b0;
					Y <= 8'b0;
					C <= RAMtoOutput2;
					X_r <= X;
					Y_r <= Y;
					C_r <= C;
				end
				else if (plot == 4'd4)
				begin
					X_mar <= marioX;
					Y_mar <= MarY;
					C_mar <= RAMtoOutput4;
					X_r <= X_mar;
					Y_r <= Y_mar;
					C_r <= C_mar;
				end
			end
			if (resetInnerCounter == 1'b0)
			begin
				if ((count_x == (x_count - 1'd1)) & (x_count > 8'd0))
				begin
					count_x <= 8'd0;
					count_y <= count_y + 1'b1;
				end
				else if (x_count >= 8'd0)  
				begin
					count_x <= count_x + 1'b1;
				end
				if ((count_y == (y_count - 1'b1)) & (count_x == (x_count - 1'b1)) 
					& (y_count > 8'd0))
				begin
					count_y <= 8'd0;
				end
			end
			else 
			begin
				count_x <= 8'd0;
				count_y <= 8'd0;
			end
			if (plot == 4'd4) begin
				X_r <= X_mar + count_x;
				Y_r <= Y_mar + count_y;
			end 
			else	begin
				X_r <= X + count_x;
				Y_r <= Y + count_y;
			end
		end	
endmodule
module Screen_counter(clk, resetn, Screen_enable, screen_count);
	input clk, resetn, Screen_enable;
	output reg [14:0] screen_count;
	always@(posedge clk)
	begin
		if (!resetn) begin
			screen_count <= 15'd0;
		end
		else begin 
			if (screen_count > 15'd19200) begin
				screen_count <= 15'd0;
			end
			else if (Screen_enable) begin
				screen_count <= screen_count + 1;
			end
			else 
				screen_count <= screen_count;
		end
	end
endmodule 
module Mario_counter(clk, resetn, Mario_enable, mario_count);
	input clk, resetn, Mario_enable;
	output reg [6:0] mario_count;
	always@(posedge clk)
	begin
		if (!resetn) begin
			mario_count <= 7'd0;
		end
		else if (mario_count > 7'd81) begin
			mario_count <= 7'd0;
		end
		else if (Mario_enable) begin
			mario_count <= mario_count + 1;
		end
		else 
			mario_count <= mario_count;
	end
endmodule 
```
==> impl_metrics.json <==
{
  "ys_chip_area_sq_um": 3190,
  "design.core.area_sq_um": 10300,
  "number_of_antenna_violations_at_the_first_check_in_global_routing": 0,
  "top_cells_by_area": "dfxtp_1 (35%), ha_1 (7.8%), nand2_1 (7.5%)",
  "global_placer_s_final_weighted_congestion": 0.848,
  "cts_resized": 0,
  "setup_viol": 0,
  "seq_power_share_pct": 55.4,
  "first_global_vias": 2539,
  "ys.flops": 56,
  "ys_cells": 389,
  "synth.avg_cell_area_sq_um": 8.21,
  "run_status": "finished, final reports clean",
  "relSlewSlack_pct": 44.2,
  "yosysWarningCount": 1,
  "clock_power_share_pct": 29.6,
  "power_switching_w": 0.000200,
  "period_used_pct": 62.6,
  "ir_drop_mv": 0.101,
  "common_cells": "nand2_1 (64), dfxtp_1 (56), a21oi_1 (31), nor2_1 (27), xnor2_1 (22)",
  "diodes": 0,
  "hp-class": "reg -> reg",
  "routedWlPerCell_microns": 11.9,
  "grt_setup_unrepaired": "false",
  "utilization_pct": 39.5,
  "worstSetupPathType": "in -> reg",
  "grt_use_met3_pct": 1.46,
  "antenna_violating_nets_post_route": 0,
  "count_of_hold_fix_buffers_inserted_at_cts": 0,
  "final.setup_skew_ns": 0.0107,
  "cp_data_arrival_time_ns": 3.62,
  "global_route.usage.met1_pct": 21.5,
  "grt-busiest-layer": "met1",
  "sink_count_of_the_clock_tree": 56,
  "cts-root-buf": "clkbuf_8",
  "power_per_cell_area_nw_per_um2": 190,
  "portBuffers": 64,
  "totalPowerFinal_w": 0.000774,
  "io_pins": 65,
  "synth.distinct_cells": 47,
  "route.vias.total": 2791,
  "numPlacedInstances": 578,
  "clk_transition_reported_paths_ns": 0.11,
  "cts_max_path_buffers": 2,
  "number_of_enable_flip_flop_cells": 0,
  "static-leakage-power_nw": 1.49,
  "die-width_microns": 105,
  "floorplanUtilization_pct": 30.9,
  "tns_ns": 0,
  "postCtsSetupBuffers": 0,
  "detail_route.vias_per_cell": 4.76,
  "timing_hold_violations_final": 0,
  "transition_time_at_the_pin_with_the_least_slew_margin_ns": 0.825,
  "internal-power_w": 0.000573,
  "max_clock_freq_ghz": 0.291,
  "worstPathMaxFanout": 8,
  "syn_area_sq_um": 3190,
  "synth_async_sr_flop_share_pct": 0,
  "timing_max_transition_violations_final": 0,
  "use_met2_pct": 18.7,
  "flow.area_growth_from_synthesis_pct": 27.6,
  "yosys_most_used_dff": "dfxtp_1",
  "h-tree-depth": 2,
  "drt_iter0_markers": 118,
  "endpoint_kind": "flip-flop",
  "setup.worst_path.start_class": "primary input",
  "finalCriticalPeriod_ns": 3.44,
  "switching_share_pct": 25.9,
  "worst_hold_path.num_cells": 2,
  "grt.total_usage_pct": 13.0,
  "postSynthSeqShare_pct": 35.1,
  "numCtsBuffers": 5,
  "grt_start_max_net_pins": 45,
  "p_comb_share_pct": 15.0,
  "stage_log_warnings": 27,
  "max-cap-violations": 0,
  "tritoncts": "yes",
  "placement.cell_area_sq_um": 3980,
  "dieHeight_microns": 105,
  "final_layout_size_suffix_gt1_share_pct": 4.44,
  "post-synth-top-area-cell": "dfxtp_1",
  "worstRegToRegCells": 5,
  "die_area_sq_um": 11100,
  "grt-ovfl-total": 0,
  "dp_wirelength_mm": 5.18,
  "grt_first_pass_wirelength_mm": 11.8,
  "synthesis.instances": 389,
  "fin_area_sq_um": 4070,
  "detail_route.drc_violations": 0,
  "num_rows": 37,
  "layout.cells.non_filler": 586,
  "post-synth-top-area-fraction_pct": 35.1,
  "wl_mm": 6.97,
  "crit_required_ns": 5.68,
  "detailedRoute.firstPassIterationCount": 4,
  "worst_skew_pair.late_latency_ns": 0.31,
  "netlist.top_cell.by_instances": "nand2_1"
}
critical path, stage by stage:
cell and delay, ns:
clkdlybuf4s50_1 0.52, inv_1 0.08, ha_1 0.26, nand2b_1 0.19, a311o_1 0.37, a2111o_1 0.50
o21bai_1 0.51, nor2_1 0.10
final timing paths:
kind	startpoint	to	slack (ns)
worst min register to register	C_mar[2]$_SDFFE_PP0P_	C_mar[2]$_SDFFE_PP0P_	0.46
worst max register to register	count_x[2]$_SDFF_PP0_	count_x[5]$_SDFF_PP0_	3.34
worst max-delay path	x_count[0]	count_x[5]$_SDFF_PP0_	2.06
worst min-delay path	C_mar[2]$_SDFFE_PP0P_	C_mar[2]$_SDFFE_PP0P_	0.46
state kept, by name, indices dropped and copies added (netlist names):
| name | count |
|---|---|
| Y_mar | 7 |
| X_mar | 8 |
| Y_r | 8 |
| X_r | 8 |
| count_y | 8 |
| count_x | 8 |
| C_r | 3 |
| C | 3 |
| C_mar | 3 |
per-stage QoR:
step | hold slack (ns) | setup WS, ns
3_5_place_dp | 0.449 | 1.71
3_3_place_gp | 0.447 | 1.83
6_report | 0.463 | 2.06
5_1_grt | 0.484 | 1.92
2_1_floorplan | 0.422 | 2.53
4_1_cts | 0.465 | 2.05
power groups by stage:
stage	Combinational, W	Clock (W)	Sequential, W
6_report	0.000116	0.000229	0.000429
5_1_grt	0.000130	0.000257	0.000431
4_1_cts	0.000117	0.000240	0.000429
layer usage:
layer	vias up	share of wire, %
met5	-	0
met2	63	40
li1	1465	-
met1	1257	54
met4	0	1.1
met3	6	4.6
cells by family (layout without fill, tap and decap cells):
kind of cell / Yosys count / after routing / share of synthesized area (%)
and+or+nand+nor: 152 / 152 / 23.8
adders and majority gates: 22 / 22 / 9.09
DFF: 56 / 56 / 35.1
buffers and inverters: 34 / 95 / 4.00
muxes: 5 / 5 / 1.61
xor gates and xnor gates: 40 / 40 / 11.0
AOI/OAI and AO/OA: 80 / 80 / 15.4
cells in the final DEF (no fill, tap or decap), types with 5 or more instances in the layout:
master and n:
nand4_1 7, nand2b_1 5, inv_1 18, clkdlybuf4s50_1 64
nor3_1 11, xnor2_1 22, dfxtp_1 56, clkbuf_8 5
xor2_1 18, nand2_1 64, o21ai_1 16, ha_1 20
a21o_1 6, nand3_1 9, nor2_1 27, a21oi_1 31
area by class of cell:
class                           instances  area [sq um]
Multi-Input combinational cell        299          1950
Sequential cell                        56          1120
Timing Repair Buffer                   68           671
Fill cell                             994          6250
Clock inverter                          3          22.5
Inverter                               19          71.3
Clock buffer                            5          68.8
Tap cell                              136           170
No activity file was given, so power comes from the tool's default toggle rates.
